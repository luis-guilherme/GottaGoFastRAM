===== design/flow/design.v =====
module gottagofast(
    input CLK,
    input RESETn,
    input CFGINn,
    input UDSn,
    input LDSn,
    input ASn,
    input RWn,
    inout [15:12] DBUS,
    input [23:1] ADDR,
    output reg [11:0] MADDR,
    output reg CFGOUTn,
    output RASn,
    output UCASn,
    output LCASn,
    output OEn,
    output MEMWn
    );
reg reset_delayed1;
reg reset;
reg ram_cycle;
reg access_ras;
reg access_ucas;
reg access_lcas;
reg refresh_ras;
reg refresh_cas;
reg [7:0] addr_match;
localparam [15:0] mfg_id  = 16'h07DB;
localparam [7:0]  prod_id = 8'd69;
localparam [15:0] serial  = 16'd420;
reg autoconfig_cycle;
reg shutup = 0;
reg configured;
reg cdtv_configured;
reg [2:0] autoconfig_state;
reg [3:0] data_out;
localparam   Offer_8M = 3'b000,
        Offer_4M = 3'b001,
        Offer_2M = 3'b010,
        Offer_1M = 3'b011,
        SHUTUP   = 3'b100;
assign DBUS[15:12] = (autoconfig_cycle & RWn & !UDSn) ? data_out[3:0] : 'bZ;
always @(posedge ASn or negedge reset)
begin
  if (!reset) begin
    CFGOUTn = 1'b1;
  end else begin
    CFGOUTn = !shutup;
  end
end
always @(negedge CLK or negedge reset)
begin
  if (!reset) begin
    autoconfig_cycle = 1'b0;
  end else begin
    autoconfig_cycle = (ADDR[23:16] == 8'hE8) & !ASn & !CFGINn & !shutup;
  end
end
always @(posedge CLK or negedge reset)
begin
  if (!reset) begin
    data_out <= 'bZ;
  end else if (autoconfig_cycle & RWn) begin
    case (ADDR[8:1])
      8'h00:   data_out <= 4'b1110;
      8'h01: 
        case (autoconfig_state)
          Offer_8M: data_out <= 4'b0000;
          Offer_4M: data_out <= 4'b0111;
          Offer_2M: data_out <= 4'b0110;
          Offer_1M: data_out <= 4'b0101;
          default:  data_out <= 4'b0000;
        endcase
      8'h02:   data_out <= ~prod_id[7:4];  
      8'h03:   data_out <= ~prod_id[3:0];  
      8'h04:   data_out <= ~4'b1000;
      8'h05:   data_out <= ~4'b0000;
      8'h08:   data_out <= ~mfg_id[15:12];  
      8'h09:   data_out <= ~mfg_id[11:8];   
      8'h0A:   data_out <= ~mfg_id[7:4];    
      8'h0B:   data_out <= ~mfg_id[3:0];    
      8'h10:   data_out <= ~serial[15:12];  
      8'h11:   data_out <= ~serial[11:8];   
      8'h12:   data_out <= ~serial[7:4];    
      8'h13:   data_out <= ~serial[3:0];    
      8'h20:   data_out <= 4'b0;
      8'h21:   data_out <= 4'b0;
      default: data_out <= 4'hF;
    endcase
  end
end
always @(negedge UDSn or negedge reset)
begin
  if (!reset) begin
    configured <= 1'b0;
    shutup <= 1'b0;
    addr_match <= 8'b00000000;
    autoconfig_state <= Offer_8M;
  end else if (autoconfig_cycle & !RWn) begin
    if (ADDR[8:1] == 8'h26) begin
      if (autoconfig_state >= SHUTUP-1) begin
        shutup <= 1;
        autoconfig_state <= SHUTUP;
      end else begin
        autoconfig_state <= autoconfig_state + 1;
      end
    end
    else if (ADDR[8:1] == 8'h24) begin
      case (autoconfig_state)
        Offer_8M:
          begin
            addr_match <= 8'hFF;
            shutup     <= 1'b1;
          end
        Offer_4M:
          begin
            case(DBUS)
              4'h2:    addr_match <= (addr_match|8'b00001111);
              4'h4:    addr_match <= (addr_match|8'b00111100);
              4'h6:    addr_match <= (addr_match|8'b11110000);
            endcase
            shutup     <= 1'b1;
          end
        Offer_2M:
          begin
            case(DBUS)
              4'h2:    addr_match <= (addr_match|8'b00000011);
              4'h4:    addr_match <= (addr_match|8'b00001100);
              4'h6:    addr_match <= (addr_match|8'b00110000);
              4'h8:    addr_match <= (addr_match|8'b11000000);
            endcase
            shutup     <= 1'b1;
          end
        Offer_1M:
          begin
            case(DBUS)
              4'h2:    addr_match <= (addr_match|8'b00000001);
              4'h3:    addr_match <= (addr_match|8'b00000010);
              4'h4:    addr_match <= (addr_match|8'b00000100);
              4'h5:    addr_match <= (addr_match|8'b00001000);
              4'h6:    addr_match <= (addr_match|8'b00010000);
              4'h7:    addr_match <= (addr_match|8'b00100000);
              4'h8:    addr_match <= (addr_match|8'b01000000);
              4'h9:    addr_match <= (addr_match|8'b10000000);
            endcase
            shutup     <= 1'b1;
          end
        default:  addr_match <= 8'b0;
      endcase
      configured <= 1'b1;
    end
  end
end
assign RASn  = !(access_ras | (refresh_ras & refresh_cas));
assign UCASn = !((access_ucas) | refresh_cas);
assign LCASn = !((access_lcas) | refresh_cas);
assign OEn   = !ram_cycle;
assign MEMWn = RWn | (UDSn & LDSn);
always @(posedge CLK)
begin
  reset_delayed1 <= RESETn;
  reset <= reset_delayed1;
end
always @(negedge CLK or negedge reset)
begin
  if (!reset) begin
    refresh_cas <= 1'b0;
  end else begin
    refresh_cas <= (!refresh_cas & ASn & !access_ras);
  end
end
always @(posedge CLK or negedge reset)
begin
  if (!reset) begin
    refresh_ras <= 1'b0;
  end else begin
    refresh_ras <= refresh_cas;
  end
end
always @(negedge CLK or negedge reset)
begin
  if (!reset) begin
    ram_cycle = 1'b1;
  end else begin
    ram_cycle = (
      ((ADDR[23:20] == 4'h2) & addr_match[0]) |
      ((ADDR[23:20] == 4'h3) & addr_match[1]) |
      ((ADDR[23:20] == 4'h4) & addr_match[2]) |
      ((ADDR[23:20] == 4'h5) & addr_match[3]) |
      ((ADDR[23:20] == 4'h6) & addr_match[4]) |
      ((ADDR[23:20] == 4'h7) & addr_match[5]) |
      ((ADDR[23:20] == 4'h8) & addr_match[6]) |
      ((ADDR[23:20] == 4'h9) & addr_match[7])
      ) & !ASn & configured;
  end
end
always @(posedge CLK or negedge reset)
begin
  if (!reset) begin
    access_ras  <= 1'b0;
    access_ucas <= 1'b0;
    access_lcas <= 1'b0;
  end else begin
    access_ras  <= (ram_cycle & !access_ucas & !access_lcas);  
    access_ucas <= (access_ras & !access_ucas & !UDSn);        
    access_lcas <= (access_ras & !access_lcas & !LDSn);        
  end
end
always @(negedge CLK)
begin
  if (!access_ras) begin
    MADDR[11:0]  <= ADDR[22:11];  
  end else begin
    MADDR[11:10] <= 2'b00;
    MADDR[9:0]   <= ADDR[10:1];   
  end
end
endmodule

===== design/flow/run.sh =====
#!/bin/bash
# OpenROAD 26Q1-2900-gdf79404cd8, Yosys 0.63+post, stock flow scripts
make -C /OpenROAD-flow-scripts/flow DESIGN_CONFIG=/design/flow/config.mk WORK_HOME=/design/flow/orfs finish

===== design/flow/config.mk =====
export PLATFORM = sky130hd
export DESIGN_NAME = gottagofast
export DESIGN_NICKNAME = gottagofast
export VERILOG_FILES = /design/flow/design.v
export SDC_FILE = /design/flow/constraint.sdc
export NUM_CORES = 4
export LEC_CHECK = 1
export CORE_UTILIZATION = 40

===== design/flow/constraint.sdc =====
current_design gottagofast

set clk_period 2.5
set clk_io_pct 0.2

create_clock -name clk0 -period $clk_period [get_ports {ASn}]
create_clock -name clk1 -period $clk_period [get_ports {CLK}]
create_clock -name clk2 -period $clk_period [get_ports {UDSn}]

set non_clock_inputs [all_inputs -no_clocks]
set_input_delay [expr $clk_period * $clk_io_pct] -clock clk0 $non_clock_inputs
set_output_delay [expr $clk_period * $clk_io_pct] -clock clk0 [all_outputs]

==> CHANGELOG.md <==
### Metrics

- DR DRC count: 0
- Crit path kind: in2reg
- Vias after detailed routing: 2,266
- Overall Global Routing Usage: 0.234
- Reg-to-reg setup timing slack: -0.38 ns
- Finish-stage setup viols: 20
- Die width: 75.8 um
- Count leader, synth: nor2_1
- LEAKAGE: 1.67 nW
- Yosys cell count: roughly 230
- CP max FO: 8
- Synthesis-to-finish area growth: 66.3%
- ANT cells: 0
- Final Skew: roughly 0.076 ns
- Largest net degree at the start of global routing: 20
- Max Slew Vio Count: 0
- First-pass iteration count of the detailed router: 4
- Dominant cell area share: 0.172
- Failing checks: negative setup slack
- Synth Instances: 228
- RSZ-0062 raised after global routing: yes
- Post-DR vias/cell: 5.19
- Hold Path Class: clk2reg
- R2r worst-path depth: 7
- Worst-path cell chain: buf_6, or4b_4, nor3_4, o311a_4, o211a_4, nor2_1
- Worst slew margin: 0.690
- Tool warnings: 65
- Total die size: about 5800 sq um
- Starting DRT DRC Count: 92
- Reg2Reg Capture Point: DBUS[14]
- Setup TNS: -5.06 ns
- CTS tree: yes
- Io pins: 52
- Min-delay src: UDSn
- Area of the core: 5170 sq um
- Non-Filler Instances: 437
- Yosys warning tally: 3
- Max-cap viol count: 0
- Outcome: finished, violations left
- Hold Path Cell Cnt: 3
- Crit-path max cell delay: 0.56 ns
- Crit path arrival time: 1.87 ns
- Number of enable flip-flop cells: 0
- Async set-reset flop share out of synthesis: 0.641
- Top cells by area: dfrtn_1 (17%), dfxtp_1 (13%), dfrtp_1 (9.2%), mux2_2 (5.7%), nor2_1 (3.8%)
- CP delay by family, top: simple AND/OR/NAND/NOR gates
- Post-route total power: about 1.9 mW
- Initial antenna violation count: 0
- Crit end category: flip-flop
- Startpoint types: input pin
- Critical path required time: about 1.5 ns
- DP Cell Count: between 300 and 400
- Synth Seq Share: 0.417
- Synth flops: 39
- Worst hold path endpoint: access_ucas
- Number of routed nets with antenna violations: 0
- Die Span Y: 75.8 um
- DP Wirelength: 4640 um
- Synth Area per Inst: between 9 and 10 sq um
- Routed len/inst: 14.5 um
- Buf/Inv on CP: 1
- Synth unique cells: around 56
- P per Cell Area: 535 nW/um^2
- Most common reg cell: dfrtn_1
- Mapped Area: 2180 sq um
- Worst vdd ir: approximately 0.32 mV
- Dpl ws: -1.13 ns
- Worst path slowest cell: or4b_4
- Fp_density: 0.422
- Input/output buffers: 45
- R2r startpoint: autoconfig_state[1]
- Total grt overflow: 0
- Share of cells above drive strength 1: 0.460
- Top post-synthesis cells by count: nor2_1 (22), a21oi_1 (15), dfrtn_1 (15), dfxtp_1 (14), o21ai_0 (13)
- Drt total wl: 6330 um
- Placement Rows: 26
- Fin. Hold Viols: 0
- First-pass GRT wire length: 9720 um
- Worst slew pin tran: 0.462 ns
- Final GP Congestion: 0.906
- Number of global-route vias before repair: approximately 2,200
- Clock transition at path regs: around 0.090 ns
- Worst Slack Setup Final: -0.389 ns
- YS chip area: 2180 sq um
- Area leader, netlist: dfrtn_1
[stage by stage]
stage | util | area, sq um | hold slack, ns
2_1_floorplan | - | 2230 | 0.0698
3_3_place_gp | 0.610 | 3150 | 0.0698
3_5_place_dp | 0.610 | 3150 | 0.0698
4_1_cts | 0.681 | 3520 | 0.0128
5_1_grt | 0.701 | 3630 | 0.0142
6_report | 0.701 | 3630 | 0.0104
[sequential cells by signal, summed over array words and instances (netlist names), 3 cells and up]
name / cells
MADDR: 12
addr_match: 8
DBUS: 4
autoconfig_state: 3
[worst max-delay path by stage]
| stage | slack [ns] | endpoint | start | depth (start not counted) |
|---|---|---|---|---|
| CTS | -0.39 | DBUS[14] | autoconfig_state[0] | 7 |
| global route | -0.45 | addr_match[3] | ADDR[8] | 6 |
| finish | -0.39 | addr_match[4] | ADDR[8] | 6 |
[routing by layer]
| layer | up-vias | wire length, um | GRT usage |
|---|---|---|---|
| met2 | 74 | 3010 | 0.354 |
| met1 | 1066 | 2820 | 0.330 |
| met5 | - | 0 | 0 |
| met4 | 0 | 136 | 0.0802 |
| li1 | 1117 | - | - |
| met3 | 9 | 361 | 0.0670 |
[layout make-up]
class	instances	area, sq um
flip-flops and latches	39	911
fillers	384	1550
repair buffers	119	958
inverters	7	26.3
clock buffers	19	236
multi-input cells	168	1350
well taps	70	87.6
clock inverters	15	61.3
[report_power, final]
group          switching [mW]  leakage, nW  internal, mW
Sequential             0.0166        0.427         0.661
Clock                   0.368        0.220         0.626
Combinational          0.0980         1.03         0.168
Total                   0.483         1.67          1.46
[worst reg2reg max path: stages (launching register included)]
cell and delay, ns:
dfrtn_1 0.38, buf_4 0.15, ha_1 0.17, ha_2 0.18, o2111ai_2 0.18, a21boi_1 0.08
a31oi_1 0.15, a31oi_1 0.10
[timing repair]
item                                    4_1_cts  5_1_grt
pin swaps                                    18       22
endpoints found under the setup margin       37       36
hold buffers                                  0        0
gates resized                               126       20
buffers inserted                              8        7
[placed cells by master, fill, tap and decap left out, drive strengths merged, types with 3 or more instances in the layout]
| master | count |
|---|---|
| inv | 21 |
| mux2 | 11 |
| nor2b | 6 |
| clkdlybuf4s50 | 13 |
| nand2 | 11 |
| nand3 | 3 |
| nor4 | 3 |
| clkbuf | 18 |
| dfrtn | 15 |
| nor2 | 22 |
| a31oi | 5 |
| nor4b | 5 |
| buf | 100 |
| xor2 | 3 |
| dfxtp | 14 |
| ha | 5 |
| a41oi | 3 |
| a21oi | 15 |
| nor3 | 6 |
| mux2i | 3 |
| dlygate4sd2 | 3 |
| nor3b | 7 |
| o21ai | 13 |
| a21o | 3 |
| dfrtp | 8 |
| nand2b | 7 |
[kinds of logic after synthesis]
logic type	Yosys count	share of synthesized area
adder cells (fa/ha/maj)	5	0.0287
multiplexers	15	0.0809
XOR/XNOR	3	0.0121
AND-OR/OR-AND	61	0.193
AND/OR/NAND/NOR	84	0.225
buffers and inverters	21	0.0430
flip-flops	39	0.417
Power figures rest on the tool's default switching activity, not on a simulated workload.
